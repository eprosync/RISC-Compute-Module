==> flow/design.v <==
module op_div_64(input [63:0] Ain, Bin, output reg [127:0] Zout);
    reg signed [127:0] remainder;
    reg signed [63:0] divisor, dividend;
    reg signed [63:0] abs_dividend, abs_divisor;
    reg [63:0] quotient;
    integer i;
    always @(*) begin
        dividend = $signed(Ain);
        divisor  = $signed(Bin);
        quotient = 0;
        remainder = 0;
        if (Bin == 0) begin
            Zout = 128'hFFFFFFFF_FFFFFFFF_FFFFFFFF_FFFFFFFF;
        end else begin
            abs_dividend = (dividend < 0) ? -dividend : dividend;
            abs_divisor  = (divisor  < 0) ? -divisor  : divisor;
            for (i = 63; i >= 0; i = i - 1) begin
                remainder = (remainder << 1) | ((abs_dividend >> i) & 1);
                if (remainder >= abs_divisor) begin
                    remainder = remainder - abs_divisor;
                    quotient[i] = 1;
                end else begin
                    quotient[i] = 0;
                end
            end
            if (dividend[63] ^ divisor[63]) begin
                quotient = -quotient;
            end
            if (dividend[63]) begin
                remainder = -remainder;
            end
            Zout = {remainder[63:0], quotient};
        end
    end
endmodule
module op_div_32(input [31:0] Ain, Bin, output reg [63:0] Zout);
    reg signed [63:0] remainder;
    reg signed [31:0] divisor, dividend;
    reg signed [31:0] abs_dividend, abs_divisor;
    reg [31:0] quotient;
    integer i;
    always @(*) begin
        dividend = $signed(Ain);
        divisor  = $signed(Bin);
        quotient = 0;
        remainder = 0;
        if (Bin == 0) begin
            Zout = 64'hFFFFFFFF_FFFFFFFF;
        end else begin
            abs_dividend = (dividend < 0) ? -dividend : dividend;
            abs_divisor  = (divisor  < 0) ? -divisor  : divisor;
            for (i = 31; i >= 0; i = i - 1) begin
                remainder = (remainder << 1) | ((abs_dividend >> i) & 1);
                if (remainder >= abs_divisor) begin
                    remainder = remainder - abs_divisor;
                    quotient[i] = 1;
                end else begin
                    quotient[i] = 0;
                end
            end
            if (dividend[31] ^ divisor[31]) begin
                quotient = -quotient;
            end
            if (dividend[31]) begin
                remainder = -remainder;
            end
            Zout = {remainder[31:0], quotient};
        end
    end
endmodule
==> flow/run.sh <==
#!/bin/bash
# OpenROAD 26Q1-2900-gdf79404cd8, Yosys 0.63+post, stock flow scripts
make -C /OpenROAD-flow-scripts/flow DESIGN_CONFIG=/design/flow/config.mk WORK_HOME=/design/flow/orfs finish
==> flow/config.mk <==
export PLATFORM = sky130hd
export DESIGN_NAME = op_div_32
export DESIGN_NICKNAME = op_div_32
export VERILOG_FILES = /design/flow/design.v
export SDC_FILE = /design/flow/constraint.sdc
export NUM_CORES = 4
export LEC_CHECK = 1
export CORE_UTILIZATION = 50
==> flow/constraint.sdc <==
current_design op_div_32

set clk_period 382.7
set clk_io_pct 0.2

create_clock -name clk0 -period $clk_period

set non_clock_inputs [all_inputs -no_clocks]
set_input_delay [expr $clk_period * $clk_io_pct] -clock clk0 $non_clock_inputs
set_output_delay [expr $clk_period * $clk_io_pct] -clock clk0 [all_outputs]
==> run notes <==
Update from the flow run.

The maximum number of pins on one net before global-route repair is 116. The data required time reported for the critical path is 306.16 ns. The first global-routing pass estimated 1010 mm of wire. The kind of launch point of the worst setup path is an input port. STA lists the maximum fanout along the critical path as 91. The switching part of the total is 62.0%.

The finished cells cover 0.144 mm². For this design the static power due to leakage is 0.0671 µW. For the finished layout, the period the worst path requires is 301.25 ns.

STA reports the tightest min-delay check as being of type in -> out. Counting both buffers and inverters, the worst setup path holds a total of 60. The number of gates resized after CTS was 0. The global route stage reports its total congestion overflow as 0. The routed layout has 170k vias. Adding up every negative setup slack in the final design gives 0 ns.

The worst ir drop on vdd is 0.0106 V. In the final layout, flip-flops and latches occupy 0 µm². The stat command in Yosys gives a chip area of 0.136 mm². The average vias per placed instance is 6.92. The number of antenna violations at the first check in global routing is 72. The power density of the placed cells is 15700 mW/mm². Per STA, the library cell used most along the worst path is sky130_fd_sc_hd__buf_4. For this run, the register share of the synthesized area comes to 0%.

The violation count after the first detailed-route iteration is 21.6k. The first TritonRoute pass finished after 9 iterations. STA puts the critical path data arrival time at 224.71 ns. The number of warnings printed during yosys synthesis is 1. The row count is 190. The final worst-path cycle share is 78.7%. The run finished, with violations left. After technology mapping, the gate count stands at 21.0k.

The top cell family by delay on the critical path is AND-OR/OR-AND gates. Per the final timing report, the hold violations number 0. For reference, the top cells by area after synthesis are sky130_fd_sc_hd__ha_1 18%, sky130_fd_sc_hd__a21oi_1 8.2%, sky130_fd_sc_hd__nand2_1 7.4%. The tally of buffers added on design ports is 128. Hold repair after CTS inserted 0 buffers. The critical path in this run is classified as in -> out.

Nets still carrying antenna violations after routing amount to 0. The post-synth design cell area is 0.136 mm². After synthesis, the most frequently instantiated cells are 2673 x sky130_fd_sc_hd__nand2_1, 2228 x sky130_fd_sc_hd__a21oi_1, 1959 x sky130_fd_sc_hd__ha_1. The type of destination of the critical path is an output port.

The number of placed instances with taps included is 24.5k. The biggest area contributor in the post-synthesis netlist is sky130_fd_sc_hd__ha_1. The last timing report of the flow puts the setup violation total at 0. The overall chip area is 0.273 mm².

TritonRoute reported its final design rule violation total as 0. The critical-path cell with the highest stage delay is sky130_fd_sc_hd__a211oi_1. The number of max-cap violations is 2. The worst slack at placement is 89.60 ns.

The finished layout holds 24.5k standard cells, fillers aside. Per the timing report, the achievable frequency comes out to 3.32 MHz. Summed over all nets, the switching power comes to 1400000 µW.

The die is 523 µm tall. Detailed placement reports a standard cell area of 0.144 mm². Total global-route track usage over all layers is 50.5%.

The core area is 0.269 mm². The worst relative slew slack is -4.46%. The number of global-route vias before repair is 150k.

The starting density of the core is 50.5%. Per the final report, max-transition violations number 7. 128 I/O pins were placed. The highest cell delay on the worst timing path is 1.37 ns. In the final layout, the clock buffer count is 0. The number of post-CTS setup repair buffers is 0. The flip-flop and latch count is 0. Looking at the gate-level netlist, the highest instance count belongs to sky130_fd_sc_hd__nand2_1.

The number of cells in Yosys stat is 21.0k. Power comes to 2260000 µW. The growth of design area from synthesis to finish is 6.05%. The area fraction of the dominant cell type after synthesis is 18.1%.

The total wirelength of the detailed-routed design is 706 mm. The number of different library cells in the post-synthesis netlist is 109. Looking at the max-slew report, the worst-margin pin has a slew of 1.55 ns.

Setup repair after global routing left no endpoint under its margin. For this run the detailed placement stage logged an HPWL of 576 mm. The width of the die is 523 µm. After its last routability iteration, the placer logged a weighted congestion of 1.20. The layout summary lists the proportion of cells stronger than drive strength 1 as 5.52%. The checks that failed: max-capacitance violations, max-slew violations. After detailed routing, the average wire length per cell comes to 28.8 µm. Once routing completed, OpenROAD measured the worst setup slack at 81.45 ns.

After synthesis, the mean cell area works out to 6.46 µm². Internal power comes to 861000 µW. The tool warning count is 42.
## area by class of cell
cell class / instances / area, µm²
inverter: 833 / 3130
multi-input combinational: 19418 / 131000
antenna: 61 / 153
fill: 27300 / 125000
tap: 3552 / 4440
timing repair buffer: 667 / 5420
## cell families (layout without fill, tap and decap cells)
group	count (synthesis)	after routing	share of synthesized area [%]
muxes	277	277	2.19
AOI/OAI and AO/OA	8145	8145	39.1
buffers and inverters	1570	1500	4.38
and+or+nand+nor	7374	7374	25.3
other	0	61	0
xor gates and xnor gates	1632	1632	10.5
adders and majority gates	1990	1990	18.5
## metrics by stage
stage | hold WS, ns | util [%]
after floorplan | 153.27 | -
after global placement | 154.37 | 53.4
after detailed placement | 154.37 | 53.4
after CTS | 154.37 | 53.4
after global routing | 154.39 | 53.5
final | 154.36 | 53.5
## layer usage
| metal | vias to the layer above | share of wire [%] | track usage, % |
|---|---|---|---|
| met5 | - | 0.10 | 0.693 |
| met1 | 77692 | 39 | 65.3 |
| li1 | 78807 | - | - |
| met2 | 11011 | 38 | 67.4 |
| met4 | 56 | 8.5 | 34.7 |
| met3 | 2310 | 15 | 21.0 |
## layout by cell type (no fill, tap or decap), types with 125 or more instances in the layout
cell type                            n
sky130_fd_sc_hd__o21bai_1          336
sky130_fd_sc_hd__o31ai_1           206
sky130_fd_sc_hd__a211oi_1          281
sky130_fd_sc_hd__ha_1             1959
sky130_fd_sc_hd__a31oi_1           375
sky130_fd_sc_hd__or3_1             197
sky130_fd_sc_hd__nor4_1            133
sky130_fd_sc_hd__and2_1            175
sky130_fd_sc_hd__nand4_1           385
sky130_fd_sc_hd__nand3_1           480
sky130_fd_sc_hd__nand2_1          2665
sky130_fd_sc_hd__xor2_1            598
sky130_fd_sc_hd__buf_4             525
sky130_fd_sc_hd__mux2_2            159
sky130_fd_sc_hd__nor2b_1           184
sky130_fd_sc_hd__a21boi_0          138
sky130_fd_sc_hd__a21o_1            979
sky130_fd_sc_hd__o211ai_1          226
sky130_fd_sc_hd__a21oi_1          2224
sky130_fd_sc_hd__o21ai_0          1567
sky130_fd_sc_hd__and3_1            216
sky130_fd_sc_hd__inv_1             830
sky130_fd_sc_hd__nor3_1            409
sky130_fd_sc_hd__o21a_1            396
sky130_fd_sc_hd__or2_2             131
sky130_fd_sc_hd__nor2_1           1834
sky130_fd_sc_hd__nand2b_1          224
sky130_fd_sc_hd__clkdlybuf4s50_1   125
sky130_fd_sc_hd__xnor2_1          1002
## worst paths after layout
kind  startpoint       end  slack (ns)  cells after the start
max      Ain[16]  Zout[63]       81.45                    426
min      Ain[31]  Zout[33]      154.36                      6
No activity file was given, so power comes from the tool's default toggle rates.
